==> ./design.v <==
module sigma_delta_dac (
    input wire clk,            
    input wire rst,            
    input wire [15:0] dac_in,  
    output reg dac_out         
);
    reg [15:0] accumulator;    
    always @(posedge clk or posedge rst) begin
        if (rst) begin
            accumulator <= 0;
            dac_out <= 0;
        end else begin
            {dac_out, accumulator} <= accumulator + {~dac_in[15], dac_in[14:0]};
        end
    end
endmodule
==> ./run.sh <==
#!/bin/bash
# OpenROAD 26Q1-2900-gdf79404cd8, Yosys 0.63+post, stock flow scripts
make -C /OpenROAD-flow-scripts/flow DESIGN_CONFIG=/design/flow/config.mk WORK_HOME=/design/flow/orfs finish
==> ./config.mk <==
export PLATFORM = sky130hd
export DESIGN_NAME = sigma_delta_dac
export DESIGN_NICKNAME = sigma_delta_dac
export VERILOG_FILES = /design/flow/design.v
export SDC_FILE = /design/flow/constraint.sdc
export NUM_CORES = 4
export LEC_CHECK = 1
export CORE_AREA = 10 10 95 95
export DIE_AREA = 0 0 105 105
==> ./constraint.sdc <==
current_design sigma_delta_dac

set clk_period 9.1
set clk_io_pct 0.2

create_clock -name clk0 -period $clk_period [get_ports {clk}]

set non_clock_inputs [all_inputs -no_clocks]
set_input_delay [expr $clk_period * $clk_io_pct] -clock clk0 $non_clock_inputs
set_output_delay [expr $clk_period * $clk_io_pct] -clock clk0 [all_outputs]
==> results.md <==
| Result | Value | Unit |
|---|---|---|
| Status | completed | - |
| Detail-routed net length per standard cell | 10.56 | um |
| Violation tally from detailed-route iteration zero | 37 | - |
| Total number of cells along the worst setup path | 8 | - |
| Residual overflow from global routing | 0 | - |
| Floorplan utilization | 17.83 | % |
| Top cell types by occurrence after synthesis | dfrtp_1, ha_1, a21oi_1, nand2_1, xnor2_1 | - |
| CTS Root Cell | clkbuf_8 | - |
| Number of global-route vias before repair | 920 | - |
| Num rows | 30 | - |
| Critical path endpoint category | flip-flop | - |
| HPWL Detailed | 2043 | um |
| Post-CTS clock slew at the launch and capture registers of the worst setup and hold paths | 0.07 | ns |
| Transition time at the pin with the least slew margin | 0.6806 | ns |
| Layout Area Growth over Synthesis | 26.42 | % |
| DRT antenna net count | 0 | - |
| Count of clock tree sinks | 17 | - |
| Total power density per cell area | 326.0 | nW/um^2 |
| Level count of the clock H-tree | 1 | - |
| Minimum hold slack | 0.4694 | ns |
| Wire length of the first global-routing pass | 4374 | um |
| Netlist cell types | 34 | - |
| Ys async rst share | 100.0 | % |
| Last weighted congestion value of the routability-driven placer | 0.8145 | - |
| I/O pin total | 19 | - |
| Slowest library cell on the worst path | fa_1 | - |
| Syn Area/Cell | 9.849 | sq um |
| Highest Clock Rate | 0.2608 | GHz |
| Layout filler cell count | 771 | - |
| Top cell type by total area after synthesis | dfrtp_1 | - |
| Worst relative slew slack | 54.58 | % |
| Hold buffers post-CTS | 0 | - |
| Gate count of the mapped netlist | 125 | - |
| Share of layout cells above drive strength 1 | 7.746 | % |
| Setup fix buffers added after clock tree synthesis | 0 | - |
| CP max FO | 4 | - |
| Total clock buffers created by CTS | 3 | - |
| DRC errors left | 0 | - |
| Cells along the critical path | clkdlybuf4s50_1 -> ha_1 -> fa_1 -> a21o_1 -> a221oi_2 -> o31ai_2 -> a31oi_1 -> xnor2_1 | - |
| Flop and latch count out of synthesis | 17 | - |
| Required time reported for the critical path endpoint | 9.28 | ns |
| Data arrival time of the critical path | 4.01 | ns |
| Peak supply drop | 0.0001242 | V |
| Via count of the routed design | 914 | - |
| Die Span X | 105 | um |
| CTS tree | yes | - |
| Number of cell instances after yosys synthesis | 125 | - |
| Critical path's top delay family | AND-OR/OR-AND gates | - |
| Overall die area | 11030 | sq um |
| Worst slack, placed | 4.997 | ns |
| Fraction of synthesized cell area taken by the top area cell type | 34.55 | % |
| DR pass1 iterations | 3 | - |
| Yosys warnings | 1 | - |
| Fin worst setup slack | 5.265 | ns |
| Ratio of final minimum period to clock period | 42.14 | % |
| Worst-skew pair later-pin latency | 0.25 | ns |
| Max-slew violation total from the final report | 0 | - |
| Global router's overall resource usage | 4.716 | % |
| Worst reg2reg path depth | 7 | - |
| Number of buffer and inverter stages on the critical path | 1 | - |
| Std-Cell Core Area | 6907 | sq um |
| Cell Area, Synth | 1231 | sq um |
| Leakage power of the design | 0.6693 | nW |
| Count of buffers inserted at the top-level ports | 18 | - |
| Maximum clock skew at final layout | 0.0006893 | ns |
| Register area | 425.4 | sq um |
| Post-detailed-routing wire length | 2513 | um |
| Max-cap check violation count | 0 | - |
| Proportion of synthesized chip area in sequential cells | 34.55 | % |
| RSZ-0062 raised after global routing | no | - |
| Main synth FF type | dfrtp_1 | - |
| Initial antenna violation count | 0 | - |
| Post-synth tally of flip-flops with integrated enable | 0 | - |
| Total power after layout | 0.0005074 | W |
| Cts repair resizes | 0 | - |
| Die span in y | 105 | um |
| Critical Setup Path Class | in -> reg | - |
| Hold Path Cell Cnt | 1 | - |
| Final Hold Fails | 0 | - |
| Total Neg Setup Slack | 0 | ns |
| Total number of warnings across the stage logs | 25 | - |
| Core Util, Final | 22.54 | % |
| Synth top cell by count | dfrtp_1 | - |
| Area occupied by multi-input gates | 767.0 | sq um |
| Total setup violations reported at the end of the flow | 0 | - |
| HP Class | reg -> reg | - |
| Top area cell types | dfrtp_1, ha_1, a21oi_1, xnor2_1, a21o_1 | - |
| Delay of the slowest critical-path stage | 0.41 | ns |
| Total antenna diodes in the routed design | 0 | - |
| Critical path launch point type | primary input | - |
| Buffer depth of the longest clock path | 2 | - |
| Summed standard-cell area reported by yosys | 1231 | sq um |
| Drt via density | 3.840 | - |
| Largest net degree at the start of global routing | 18 | - |
| Post-layout minimum cycle time | 3.835 | ns |
## layer usage
layer | GRT usage (%) | share of wire (%)
met3 | 1.553 | 4.6
met4 | 0.1961 | 0
met5 | 0 | 0
met2 | 6.895 | 40
met1 | 6.920 | 55
## worst reg2reg max path: stages (launching register included)
cell	delay, ns
dfrtp_1	0.36
ha_1	0.22
fa_1	0.41
a21o_1	0.22
a221oi_2	0.38
o31ai_2	0.17
a31oi_1	0.23
xnor2_1	0.13
## through the flow
| step | cell area, sq um | cells |
|---|---|---|
| after floorplan | 1231 | 125 |
| after global placement | 1511 | 234 |
| after detailed placement | 1511 | 234 |
| after CTS | 1556 | 238 |
| after global routing | 1556 | 238 |
| final | 1556 | 238 |
## cells by family (layout without fill, tap and decap cells)
family                     count (synthesis)  in the layout  synth area share (%)
AOI/OAI and AO/OA                         38             38                 22.66
xor gates and xnor gates                  12             12                 8.537
muxes                                      1              1                0.8130
DFF                                       17             17                 34.55
adders and majority gates                 17             17                 17.89
and+or+nand+nor                           30             30                 12.40
buffers and inverters                     10             27                 3.150
## cell type report
class,instances,area share [%]
clock buffers,4,2.894
well taps,96,7.717
multi-input cells,98,49.28
flip-flops and latches,17,27.33
inverters,5,1.206
repair buffers,18,11.58
## registers in the layout (all words and copies together), names as in the netlist
name and count:
accumulator 16, dac_out 1
## cells in the final DEF (no fill, tap or decap), drive strengths merged, types with 2 or more instances in the layout
cell and n:
a211oi 3, dfrtp 17, o211ai 2, a21o 6, o21ai 4, xor2 5, clkdlybuf4s50 18, nand2b 2
clkbuf 4, nand3 5, xnor2 7, nor3 2, nand2 10, a221oi 2, inv 5, a31oi 3
ha 16, a21oi 13, nor2 6
## worst paths after layout
| check | to | slack, ns | startpoint |
|---|---|---|---|
| setup / recovery | accumulator[12]$_DFF_PP0_ | 5.27 | dac_in[0] |
| hold reg to reg | accumulator[0]$_DFF_PP0_ | 0.47 | accumulator[0]$_DFF_PP0_ |
| hold / removal | accumulator[0]$_DFF_PP0_ | 0.47 | accumulator[0]$_DFF_PP0_ |
| max in group asynchronous | dac_out$_DFF_PP0_ | 6.70 | rst |
| min in group asynchronous | accumulator[0]$_DFF_PP0_ | 1.96 | rst |
| setup reg to reg | accumulator[12]$_DFF_PP0_ | 6.90 | accumulator[0]$_DFF_PP0_ |
## report_power, final
group	switching [W]	total, W	internal, W
combinational	0.000174	0.000320	0.000146
sequential	0.0000114	0.000130	0.000118
clock	0.0000263	0.0000574	0.0000311
total	0.000212	0.000507	0.000296
Power figures rest on the tool's default switching activity, not on a simulated workload.
